==> flow/design.v <==
module SUBCALC(INPUT, KIND, OUTPUT, FLAG);
	input  [3:0] INPUT;
	input  [1:0] KIND;
	output [3:0] OUTPUT;
	output       FLAG;
	wire   [3:0] OUTPUT;
	wire         FLAG;
	wire   [4:0] ADDED;
	wire   [4:0] TOADD;
	assign TOADD = KIND[0] ? 5'b1111 : 5'b0000;
	assign ADDED = {1'b0,INPUT[3:0]} + TOADD;
	assign OUTPUT = KIND[1] ? ADDED[3:0] :
		(KIND[0] ? {1'b0,INPUT[3:1]} : ~INPUT);
	assign FLAG = KIND[1] ? ADDED[4] :
		(KIND[0] ? INPUT[0] : 1'b1);
endmodule
==> flow/run.sh <==
#!/bin/bash
# OpenROAD 26Q1-2900-gdf79404cd8, Yosys 0.63+post, stock flow scripts
make -C /OpenROAD-flow-scripts/flow DESIGN_CONFIG=/design/flow/config.mk WORK_HOME=/design/flow/orfs finish
==> flow/config.mk <==
export PLATFORM = sky130hd
export DESIGN_NAME = SUBCALC
export DESIGN_NICKNAME = SUBCALC
export VERILOG_FILES = /design/flow/design.v
export SDC_FILE = /design/flow/constraint.sdc
export NUM_CORES = 4
export LEC_CHECK = 1
export CORE_AREA = 10 10 70 70
export DIE_AREA = 0 0 80 80
==> flow/constraint.sdc <==
current_design SUBCALC

set clk_period 1.5
set clk_io_pct 0.2

create_clock -name clk0 -period $clk_period

set non_clock_inputs [all_inputs -no_clocks]
set_input_delay [expr $clk_period * $clk_io_pct] -clock clk0 $non_clock_inputs
set_output_delay [expr $clk_period * $clk_io_pct] -clock clk0 [all_outputs]
==> impl_metrics.csv <==
group,metric,value,unit
status,status,"finished, violations left",
status,violations,"setup timing",
yosys,synth_seq_share,0,%
critical_path,start_kind,"primary input",
power_and_ir_drop,power.total,0.164,mW
power_and_ir_drop,power.leakage,0.248,nW
yosys,synth_cell_types,19,
critical_path,crit_fanout,5,
finish,flops,0,
min_path,hold-path-cell-count,5,
yosys,yosysTopAreaCell,"ha_1",
timing,rsz0062_at_grt,"yes",
timing,drv_slew,0,
yosys,yosysWarningCount,0,
grt,grt_max_degree,7,
power_and_ir_drop,pwr-share-seq,0,%
timing,fmax,0.590,GHz
clocking,hold_buffers,0,
finish,clkbuf_count,0,
finish,area_growth,111,%
timing,finalSetupViolCount,4,
timing,maxSlewHeadroom,83.1,%
finish,drive_gt1_share,63.0,%
finish,combGateArea,304,µm²
finish,mostFrequentLayoutCells,"buf_4, buf_2, ha_4, ha_1, buf_6",
die,core_region_area,3420,µm²
min_path,min_from,"INPUT[1]",
flow_run,tool_warnings,36,
grt,gr-total-overflow,0,
critical_path,path_class,"primary input to output port",
power_and_ir_drop,switchingPower,0.0657,mW
routing,firstDrtPassIters,3,
routing,final_antenna_net_count,0,
power_and_ir_drop,clkPwrFrac,0,%
yosys,syn-cell-area,264,µm²
grt,antenna_found_initial,0,
routing,via_per_inst,2.98,
min_path,hold_path.class,"primary input to output port",
routing,drc,0,
finish,final_common_cell,"buf_4",
die,chipArea,6400,µm²
timing,timing.final.crit_share,113,%
routing,wire_per_inst,8.20,µm
placement,dpl.hpwl,706,µm
yosys,ys_area,264,µm²
critical_path,cp_data_arrival_time,1.39,ns
power_and_ir_drop,swShare,40.0,%
grt,track_usage,2.57,%
placement,dp.cells,98,
timing,setup_slack,-0.194,ns
min_path,holdPathEnd,"OUTPUT[1]",
die,chipWidth,80,µm
critical_path,crit_path_end_kind,"output port",
yosys,synth_top_area_share,28.4,%
die,io_pins,11,
yosys,synth_cells,32,
power_and_ir_drop,p_int,0.0984,mW
grt,grt_pass1_vias,293,
routing,num_vias,298,
timing,tightest_slew,0.253,ns
power_and_ir_drop,power_density,294,nW/µm²
placement,io_buffers,11,
critical_path,cp.required,1.20,ns
yosys,area_leaders,"ha_1, fa_1, a21oi_1, a211oi_1, a21o_1",
yosys,syn_avg_cell_area,8.25,µm²
routing,wl,820,µm
timing,hold_viol_final,0,
die,num_rows,21,
power_and_ir_drop,pwr-share-comb,100.0,%
yosys,yosys_cells,32,
power_and_ir_drop,ir_drop,0.0318,mV
die,die-height,80,µm
finish,ff_latch_area,0,µm²
finish,final_cell_count_no_fill,100,
grt,grt_pass1_wl,1380,µm
routing,drt-initial-drc-count,22,
flow_run,cap_viol_max_count,0,
timing,finalWorstPathRequiredPeriod,1.69,ns
routing,n_antenna_cell,0,
finish,fill_cells,388,
placement,place.gp.congestion,0.708,
die,initCoreUtil,7.73,%
synth_stat cells:
cell      n
mux2i_1   1
xnor2_1   1
o311ai_1  1
nor2_1    2
nand2_4   1
nand2b_1  1
nand2b_2  1
fa_1      1
a211oi_1  2
ha_1      6
inv_1     3
buf_6     1
nand3b_1  1
a21oi_1   3
nand2_1   1
o311a_1   1
o21ai_1   2
nand4b_1  1
a21o_1    2
repair_timing:
action	CTS	global route
setup endpoints to repair	5	5
resized	50	4
pin swaps	7	4
buffers inserted	1	1
worst max path at each step:
stage	endpoint	slack [ns]	cells after the start	from
CTS	FLAG	-0.25	7	KIND[0]
global route	FLAG	-0.26	7	KIND[0]
finish	FLAG	-0.19	7	KIND[0]
logic make-up (layout without fill, tap and decap cells):
kind of cell	Yosys count	count (layout)	share of synthesized area, %
fa+ha+maj	7	7	36.0
mux	1	1	3.79
simple gates	8	8	20.4
buf+inv	4	26	8.53
compound gates	11	11	28.0
xor+xnor	1	1	3.32
through the flow:
step	hold WS, ns	TNS [ns]	setup WS (ns)	utilization [%]	cell area (µm²)
6_report	1.04	-0.608	-0.194	16.3	558
5_1_grt	1.09	-0.807	-0.264	16.3	558
4_1_cts	1.04	-0.771	-0.247	16.0	546
3_5_place_dp	1.71	-4.83	-1.09	14.6	498
3_3_place_gp	1.70	-4.72	-1.05	14.6	498
2_1_floorplan	0.704	0	0.0196	-	267
worst max-delay path, cell delays in order:
cell and delay, ns:
buf_8 0.11, ha_4 0.15, fa_2 0.34, a21o_1 0.17, a21oi_2 0.13, mux2i_1 0.07
buf_2 0.11
metal layers:
layer	part of all wire (%)	global-route usage, %	vias to the layer above
met1	37	2.71	134
met2	63	5.62	1
met5	0	0	-
li1	-	-	163
met4	0	0	0
met3	0	0	0
power by group through the flow:
stage / combinational (mW) / clock (mW) / sequential, mW
4_1_cts: 0.161 / 0 / 0
5_1_grt: 0.181 / 0 / 0
6_report: 0.164 / 0 / 0
final cells by class:
cell class                 count  area share (%)
tap                           46            10.3
timing repair buffer          23            33.2
inverter                       3            2.02
multi-input combinational     28            54.5
Power figures rest on the tool's default switching activity, not on a simulated workload.
