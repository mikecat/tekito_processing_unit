==> design.v <==
module WRITEDATA_SEL(ORDER, BC, ADD, SUBC, EXT, REG, OUTPUT);
	input  [7:0] ORDER;
	input  [3:0] BC;
	input  [3:0] ADD;
	input  [3:0] SUBC;
	input  [3:0] EXT;
	input  [3:0] REG;
	output [3:0] OUTPUT;
	wire   [3:0] OUTPUT;
	assign OUTPUT = ORDER[7] ? (
		ORDER[6] ? REG : ORDER[5:2]
	) : (
		ORDER[6] ? (
			ORDER[5] ? (
				ORDER[4] ?
					(ORDER[3] ? REG : EXT)
				: SUBC
			) : ADD
		) : BC
	);
endmodule
==> run.sh <==
#!/bin/bash
# OpenROAD 26Q1-2900-gdf79404cd8, Yosys 0.63+post, stock flow scripts
make -C /OpenROAD-flow-scripts/flow DESIGN_CONFIG=/design/flow/config.mk WORK_HOME=/design/flow/orfs finish
==> config.mk <==
export PLATFORM = sky130hd
export DESIGN_NAME = WRITEDATA_SEL
export DESIGN_NICKNAME = WRITEDATA_SEL
export VERILOG_FILES = /design/flow/design.v
export SDC_FILE = /design/flow/constraint.sdc
export NUM_CORES = 4
export LEC_CHECK = 1
export CORE_AREA = 10 10 70 70
export DIE_AREA = 0 0 80 80
==> constraint.sdc <==
current_design WRITEDATA_SEL

set clk_period 1.6
set clk_io_pct 0.2

create_clock -name clk0 -period $clk_period

set non_clock_inputs [all_inputs -no_clocks]
set_input_delay [expr $clk_period * $clk_io_pct] -clock clk0 $non_clock_inputs
set_output_delay [expr $clk_period * $clk_io_pct] -clock clk0 [all_outputs]
==> results_slide.txt <==
Implementation Results

Placed design
  – Port Buf Inserts: 30
  – Routability cong.: 0.801

Synth
  – Largest cells by area: mux2i_1, a211o_1, a22oi_1
  – Mapped cell area: 256 um2
  – # Cells Yosys: 33
  – Number of distinct library cells after synthesis: 11
  – Syn_area_per_cell: about 7.8 um2
  – Register share after synthesis: 0
  – Syn Inst Count: 33
  – YS chip area: ~260 um2
  – Yosys top cell by area: mux2i_1
  – Yosys warning total: 0
  – Yosys top cell area share: 0.312

Critical path
  – CP endpoint: OUTPUT[1]
  – Worst Setup Start Kind: primary input
  – Buf/Inv on CP: 3
  – Crit-path max FO: 4
  – CP max-delay cell: a211o_1
  – Critical Path Max Stage Delay: approximately 0.30 ns
  – CP startpoint: ORDER[3]
  – Crit path DAT: 1.24 ns
  – Worst path required time: 1.28 ns
  – Sequence of cells on the critical path: buf_8 > buf_6 > mux2i_1 > a211o_1 > a22oi_2 > buf_2
  – Delay-heaviest family, CP: AND-OR/OR-AND gates
  – Worst setup EP type: primary output
  – Crit path depth: 6
  – Setup CP Type: primary input to primary output

STA
  – Worst Tran Pin Value: roughly 0.3 ns
  – Fmax: roughly 640 MHz
  – Final Hold Vio Count: 0
  – Final Max Tran Viols: 0
  – Setup tns final: 0 ns
  – Fin crit period: between 1.5 and 2 ns
  – Post-layout period usage: 0.977
  – Final Setup Violations: 0
  – Slew HR: 0.802
  – Unrepaired setup endpoints after global routing: true

Min path
  – Worst hold start: ORDER[4]
  – Tightest Hold Check Type: primary input to primary output

Routing
  – Vias: 392
  – ANT cells: 0
  – Wire per inst: around 13 um
  – DRT antenna net count: 0
  – DR vias/cell: 3.53
  – 1st-iter DRT viols: 7
  – DRC Markers: 0
  – Wirelength, routed: roughly 1400 um
  – Pre-antenna DRT Iters: 5

Floorplan
  – Chip width: 80 um
  – Die Area: 6400 um2
  – Initial Util: 0.0751
  – Row cnt: 21
  – Die H: ~80 um
  – CORE AREA: 3420 um2
  – # IOs: 32

Global route
  – Largest net degree at the start of global routing: 11
  – M3 GR Usage: 0.00227
  – Top Usage Layer GRT: met2
  – First-pass GRT wire length: ~2100 um
  – Met1 Resource Use GR: 0.0297
  – GRT Overall Usage: 0.0420
  – Grt ovf: 0
  – Number of global-route vias before repair: 415
  – Met2 Use GR: 0.108
  – Initial antenna violation count: 0

Job
  – Max_cap viols: 0
  – Tool warning count: 36

Final layout
  – Seq cells: 0
  – Layout cell share with drive strength beyond 1: 0.277
  – Fin util: 0.173
  – FF/Latch Area: 0 um2
  – Layout area overhead: 130%
  – # fillers: 401
  – Clkbuf count: 0

Clocking
  – Cts hold-fix bufs: 0

Pwr
  – Cell Pwr Density: 222 nW/um2
  – Maximum vdd drop: about 35 uV
  – Leakage: between 0.0002 and 0.0003 uW

Run status
  – Status: completed
-- where the power goes --
| group | switching [uW] | leakage (uW) | total (uW) | internal [uW] |
|---|---|---|---|---|
| logic | 48.9 | 0.000271 | 131 | 82.3 |
| clock network | 0 | 0 | 0 | 0 |
| registers | 0 | 0 | 0 | 0 |
-- per-stage QoR --
step	setup WS [ns]	area [um2]	instances	power (uW)	hold slack (ns)
floorplan	0.353	256	33	49.8	0.767
global placement	-0.760	623	111	151	1.65
detailed placement	-0.778	623	111	152	1.66
CTS	-0.0694	602	112	135	1.13
global route	-0.0200	591	111	144	1.16
finish	0.0361	591	111	131	1.13
-- cells in the final DEF, fill, tap and decap left out --
cell type / count
a22oi_1: 2
mux2i_1: 8
and2_4: 1
nor3b_2: 1
a22oi_2: 2
dlygate4sd2_1: 17
a21oi_1: 4
a211o_1: 4
clkdlybuf4s50_1: 5
buf_2: 6
buf_8: 1
o21ai_1: 4
inv_2: 1
buf_4: 4
clkbuf_2: 1
buf_6: 1
nor3b_1: 3
-- logic make-up (layout without fill, tap and decap cells) --
kind of cell / Yosys count / in the layout / synth area share
AND-OR/OR-AND: 16 / 16 / 0.410
multiplexers: 8 / 8 / 0.312
AND/OR/NAND/NOR: 5 / 5 / 0.151
buffers and inverters: 4 / 36 / 0.127
-- how the worst min path moves through the flow --
stage | to | slack, ns | cells after the start
after global routing | OUTPUT[2] | 1.16 | 4
final | OUTPUT[2] | 1.13 | 4
after CTS | OUTPUT[2] | 1.13 | 4
-- synth_stat cells --
library cell     count
nor3b_1              4
and2_4               1
buf_4                1
inv_1                1
a211o_1              4
buf_6                1
mux2i_1              8
clkdlybuf4s15_1      1
a21oi_1              4
a22oi_1              4
o21ai_0              4
-- routing by layer --
metal	part of all wire	wire length, um
met2	0.75	1050
met3	0.015	21
met4	0	0
met1	0.23	327
met5	0	0
-- repair_timing --
item / 4_1_cts / 5_1_grt
endpoints found under the setup margin: 4 / 4
endpoints found under the hold margin: 0 / 0
pin swaps: 9 / 4
buffers inserted: 1 / 0
gates resized: 54 / 3
-- cell type report --
| cell class | instances | area, um2 | area share |
|---|---|---|---|
| inverter | 1 | 3.75 | 0.00636 |
| multi-input combinational | 29 | 239 | 0.405 |
| tap | 46 | 57.6 | 0.0975 |
| timing repair buffer | 35 | 290 | 0.492 |
Power figures rest on the tool's default switching activity, not on a simulated workload.
