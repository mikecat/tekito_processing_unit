==> /design/flow/run.sh <==
#!/bin/bash
# OpenROAD 26Q1-2900-gdf79404cd8, Yosys 0.63+post, stock flow scripts
make -C /OpenROAD-flow-scripts/flow DESIGN_CONFIG=/design/flow/config.mk WORK_HOME=/design/flow/orfs finish
==> /design/flow/config.mk <==
export PLATFORM = sky130hd
export DESIGN_NAME = MEMORY
export DESIGN_NICKNAME = MEMORY
export VERILOG_FILES = /design/flow/design.v
export SDC_FILE = /design/flow/constraint.sdc
export NUM_CORES = 4
export LEC_CHECK = 1
export CORE_AREA = 10 10 70 70
export DIE_AREA = 0 0 80 80
==> /design/flow/constraint.sdc <==
current_design MEMORY

set clk_period 1.9
set clk_io_pct 0.2

create_clock -name clk0 -period $clk_period

set non_clock_inputs [all_inputs -no_clocks]
set_input_delay [expr $clk_period * $clk_io_pct] -clock clk0 $non_clock_inputs
set_output_delay [expr $clk_period * $clk_io_pct] -clock clk0 [all_outputs]
==> /design/flow/design.v <==
module MEMORY(ADDR, DATA);
	input  [5:0] ADDR;
	output [7:0] DATA;
	wire   [7:0] DATA;
	assign DATA =
		ADDR == 6'b000000 ? 8'b10000100 :  
		ADDR == 6'b000001 ? 8'b00100000 :  
		ADDR == 6'b000010 ? 8'b00000000 :  
		ADDR == 6'b000011 ? 8'b11000000 :  
		ADDR == 6'b000100 ? 8'b10111101 :  
		ADDR == 6'b000101 ? 8'b01000100 :  
		ADDR == 6'b000110 ? 8'b11000000 :  
		ADDR == 6'b000111 ? 8'b11000111 :  
		8'b00000000
	;
endmodule
==> Slide: Implementation Results <==
Run Summary

Status
  • Status: finished, final reports clean

Power
  • Total chip power: 0.0403 mW
  • VDD IR-drop max: between 15 and 20 uV
  • Seq pwr share: 0
  • Clock share of power: 0
  • Pwr/cell area: approximately 120 mW/mm^2
  • Net Sw Frac: 0.383
  • Total leakage power: 0.137 nW
  • Combinational share of power: 1.000
  • Internal power: around 0.025 mW
  • Psw: 0.0155 mW

Final timing
  • Max Freq: 545 MHz
  • Max_slew headroom: 0.892
  • Setup-failing EPs final: 0
  • Pins Over Slew Limit: 0
  • Crit path time final: 1.83 ns
  • Worst Tran Pin Value: 0.160 ns
  • RSZ-0062 raised after global routing: false
  • Final hold slack: about 1.2 ns
  • Fin worst setup slack: 0.0666 ns
  • Setup TNS: 0 ns
  • Final-report hold violation count: 0
  • Final period util: 0.965

Route
  • M1 WL: 266 microns
  • N_diodes: 0
  • TritonRoute pass-1 iters: 4
  • First DRT Iteration DRCs: 1
  • DRC Markers: 0
  • Routed vias: 171
  • Met2 wire length: 187 microns
  • Antenna Nets Post-Route: 0
  • Final WL: 521 microns
  • Vias per cell: 2.14
  • Met3 WL: 67 microns
  • DR WL/cell: 6.51 microns
  • DR top layer: met3

GRT
  • Initial antenna violation count: 0
  • Largest net degree at the start of global routing: 5
  • Total GRT Usage: 0.0148
  • Total grt overflow: 0
  • Vias in the first global route: approximately 160
  • Global-route wire length before repair: 793 microns

Critical path
  • Critical path data arrival time: 1.45 ns
  • Crit path max fanout: 3
  • Worst endpoint required time: 1.52 ns
  • CP endpoint kind: primary output
  • Kind of critical path: input pin to primary output
  • CP startpoint kind: input pin

Die
  • Die area: roughly 0.0064 sq mm
  • Die width: 80 microns
  • Row count: 21
  • Fp util: 0.0267
  • Core area: 0.00342 sq mm
  • Die y size: 80 microns
  • Ports: 14

Synthesis
  • Ys Warns: 0
  • Cell Area, Synth: 91.3 sq um
  • Gate Count Post-Synth: 15
  • Chip area in the Yosys report: ~90 sq um
  • Netlist cell types: 11
  • Seq share, synth: 0
  • Syn avg cell area: 6.09 sq um
  • Ys cells: 15

Layout
  • Dominant logic cell types in the final layout: clkdlybuf4s15_1 (4), buf_4 (4), a21oi_1 (3), dlygate4sd2_1 (3), clkbuf_2 (3)
  • Final instance area: roughly 330 sq um
  • Flip-flops: 0
  • Share of cells above drive strength 1: 0.529
  • Area delta synth->final: 263%
  • Register area: 0 sq um
  • Clock buffer count: 0

Placement
  • Place WS: -0.473 ns
  • Post-DP Area: slightly above 300 sq um
  • Dpl hpwl: 461 microns
  • Number of port buffers: 14
  • Routability congestion estimate: roughly 0.74

Flow run
  • Max_cap viols: 0
  • Tool warning count: 33

Worst hold path
  • Hold WC Path Type: input pin to primary output

Clocking
  • CTS Hold Bufs: 0
-- per-stage QoR --
step	std cells	util
4_1_cts	80	0.0971
3_5_place_dp	78	0.0912
5_1_grt	80	0.0971
3_3_place_gp	78	0.0912
2_1_floorplan	15	-
6_report	80	0.0971
-- critical path, stage by stage --
cell	delay, ns
dlygate4sd2_1	0.24
or3_4	0.39
buf_4	0.15
a21oi_1	0.11
clkdlybuf4s15_1	0.19
-- logic make-up after synthesis --
logic type      synth area share
buf+inv                   0.0822
compound gates             0.315
simple gates               0.507
xor+xnor                  0.0959
-- synth_stat cells --
cell type | n | area, sq um
a21oi_1 | 3 | 15.0
a21oi_2 | 1 | 8.76
buf_4 | 1 | 7.51
nand2_1 | 2 | 7.51
nor2_1 | 2 | 7.51
nor3_1 | 1 | 5.00
o21ai_0 | 1 | 5.00
or2_2 | 1 | 6.26
or3_1 | 1 | 6.26
or4b_4 | 1 | 13.8
xnor2_1 | 1 | 8.76
-- worst paths after layout --
| kind | start | end | slack (ns) | cells past startpoint |
|---|---|---|---|---|
| max | ADDR[3] | DATA[2] | 0.07 | 5 |
| min | ADDR[0] | DATA[3] | 1.19 | 4 |
-- final cells by class --
cell class	count	area, sq um
Multi-Input combinational cell	14	108
Timing Repair Buffer	20	166
Fill cell	399	3080
Tap cell	46	57.6
-- timing repair --
action	CTS	global route
pin swaps	4	2
setup buffers	2	0
hold endpoints to repair	0	0
gates resized	24	12
setup endpoints to repair	8	7
-- layer usage --
metal,track usage,up-vias
li1,-,93
met1,0.0211,67
met2,0.0217,11
met3,0.00568,0
met4,0,0
met5,0,-
-- power by group through the flow --
stage	clock network (mW)	registers (mW)	logic, mW
global route	0	0	0.0447
CTS	0	0	0.0394
finish	0	0	0.0403
Power and IR drop assume default switching activity.
